### flow/config.mk
export PLATFORM = sky130hd
export DESIGN_NAME = control
export DESIGN_NICKNAME = control
export VERILOG_FILES = /design/flow/design.v
export SDC_FILE = /design/flow/constraint.sdc
export NUM_CORES = 4
export LEC_CHECK = 1
export CORE_AREA = 10 10 90 90
export DIE_AREA = 0 0 100 100
### flow/constraint.sdc
current_design control

set clk_period 3.2
set clk_io_pct 0.2

create_clock -name clk0 -period $clk_period [get_ports {clk}]

set non_clock_inputs [all_inputs -no_clocks]
set_input_delay [expr $clk_period * $clk_io_pct] -clock clk0 $non_clock_inputs
set_output_delay [expr $clk_period * $clk_io_pct] -clock clk0 [all_outputs]
### flow/design.v
module control(clk,reset,start,initupdate,initplot,update,plot,check,gameplot,doneinitiupdate,doneInitialize,doneupdate,doneDraw,doneCheck,gameOver,colorout,blue,rose,cyan,white,ledr,plotSteps,doneSteps,sig_reset,doneblacked,black,donereset,gameend,AI,doAI,AIdone,AIcolor,turnAI,doneNBKR,plotNBKR);
	input clk,reset,start,blue,rose,cyan,white,AI;
	input doneinitiupdate,doneInitialize,doneupdate,doneDraw,doneCheck,gameOver,doneSteps,doneblacked,donereset,AIdone,doneNBKR;
	input [2:0] AIcolor;
	reg firstTime = 1;  
	output reg initupdate,initplot,update,plot,check,gameplot,plotSteps,sig_reset,black,gameend,doAI,plotNBKR;
	output reg [2:0]colorout;
	output [3:0]ledr;
	input turnAI;
	wire press;
	reg doReset = 0;
	assign press = blue || rose || cyan || white;
	localparam			s_game_beforeInit = 4'b1111,
							s_game_start = 4'b1110,
							s_game_start_plot= 4'b1101,
							s_wait_color = 4'b1100,
							s_update = 4'b1011,
							s_plot = 4'b1010,
							s_checkOver = 4'b1001,
							s_game_end = 4'b1000,
							s_wait_color_wait = 4'b0000,
							s_plot_steps = 4'b0001,
							s_blaked = 4'b0011,
							s_AI_alg = 4'b0100,
							s_plot_number_bgr = 4'b0101,
							s_before_restart = 4'b0010;
	reg [3:0] current_state = s_before_restart;
	assign ledr = current_state;
	reg [3:0] next_state;
	always@(*)
	begin 
		case (current_state)
			s_before_restart:  next_state = donereset?s_game_beforeInit:s_before_restart; 
			s_game_beforeInit: next_state = start?s_blaked: s_game_beforeInit;
			s_blaked: next_state = doneblacked?s_game_start:s_blaked;
			s_game_start: next_state = doneinitiupdate?s_game_start_plot:s_game_start;
			s_game_start_plot : next_state = doneInitialize?s_plot_number_bgr:s_game_start_plot;
			s_wait_color:
			begin
						if(AI && turnAI)begin next_state = s_update; colorout = AIcolor;end
						else
						begin
							if (blue) begin next_state = s_wait_color_wait; colorout = 3'b001; end
							else if (rose) begin next_state = s_wait_color_wait; colorout = 3'b101; end
							else if (cyan) begin next_state = s_wait_color_wait; colorout = 3'b011; end
							else if (white) begin next_state = s_wait_color_wait;  colorout = 3'b111; end
							else begin next_state = s_wait_color; end
						end
			end
			s_wait_color_wait: next_state = press? s_wait_color_wait : s_update;
			s_update :next_state = doneupdate?s_plot:s_update;
			s_plot: next_state = doneDraw?s_plot_number_bgr:s_plot;
			s_plot_number_bgr: begin next_state = doneNBKR?(doReset?s_before_restart:(gameOver?s_game_end:s_plot_steps)):s_plot_number_bgr;  end
			s_plot_steps: next_state = doneSteps?s_checkOver:s_plot_steps;
			s_checkOver: next_state = doneCheck?(gameOver? s_plot_number_bgr:s_AI_alg):s_checkOver;
			s_AI_alg: next_state = AIdone?s_wait_color:s_AI_alg;
			s_game_end: next_state = s_game_end;
			default next_state = s_game_start;
		endcase 
	end
	always@(*)
			begin
				initupdate = 0;
				initplot = 0;
				update = 0;
				plot = 0;
				check = 0;
				gameplot = 0;
				plotSteps = 0;
				sig_reset = 0;
				black = 0;
				gameend =0;
				plotNBKR = 0;
				case(current_state)
					s_blaked: begin black = 1; plot = 1; end
					s_before_restart: sig_reset = 1;
					s_game_start: begin initupdate = 1; end
					s_game_start_plot: begin initplot = 1;plot = 1; end
					s_update: update = 1;
					s_plot_number_bgr: begin gameend = doReset?1:0; plotNBKR = 1; plot = 1; end
					s_plot_steps: plotSteps = 1;
					s_plot:plot = 1;
					s_AI_alg: doAI = 1;
					s_wait_color: plot = 0;
					s_checkOver: check = 1;
					s_game_end: gameend = 1;
				endcase
			end 
	always@(posedge clk) 
	begin
				if(reset || firstTime)
				begin current_state <= s_plot_number_bgr; firstTime<= 0;
				end
				else current_state <= next_state;
				if(reset || firstTime) doReset <= 1;
				else if(current_state == s_plot_number_bgr && doReset == 1) doReset <= 1;
				else doReset <= 0;
	end
endmodule	
### flow/run.sh
#!/bin/bash
# OpenROAD 26Q1-2900-gdf79404cd8, Yosys 0.63+post, stock flow scripts
make -C /OpenROAD-flow-scripts/flow DESIGN_CONFIG=/design/flow/config.mk WORK_HOME=/design/flow/orfs finish
==> results_dict.tcl <==
# collected from the flow reports
set metrics [dict create \
    yosys_area_um2 754 \
    ys_types 43 \
    die_h_um 100 \
    cts.hold.buffers_added 0 \
    top_cells_by_area "dfxtp_1 (13%), dlxtn_1 (6.0%), nand2_1 (5.5%)" \
    clock_path_buffers 2 \
    untimed_endpoints 6 \
    final_cells 215 \
    place_congestion 0.818 \
    rows 29 \
    async_flop_share_pct 0 \
    cp_slowest_cell "dfxtp_1" \
    seqPwrFrac_pct 28.5 \
    cts-htree-levels 1 \
    worst_slew_pin_slew_ns 0.696 \
    finalWorstSetupSlack_ns 0.664 \
    cp.required_ns 2.56 \
    p_switching_mw 0.107 \
    timing.setup.tns_ns 0 \
    place_inst 211 \
    outcome "finished clean" \
    drive_gt1_share_pct 4.35 \
    relSlewSlack_pct 53.5 \
    insertion_delay_ns 0.22 \
    clockPowerShare_pct 31.7 \
    slew_viol_final 0 \
    drtIter0Drc 26 \
    dp_hpwl_mm 2.27 \
    cts_tree "yes" \
    top_area_cell "dfxtp_1" \
    arrival_ns 1.90 \
    io_buffers 39 \
    drcViolationCount 0 \
    cts_resized 0 \
    fin_crit_sh_pct 79.3 \
    grt_max_degree 24 \
    crit_path_start_kind "flip-flop" \
    crit_chain "nor2b_1 -> a22o_1 -> clkdlybuf4s50_1" \
    syn-cell-area_um2 754 \
    dr_total_vias 859 \
    grt_pass1_vias 851 \
    die_w_um 100 \
    grt_pass1_wl_mm 4.59 \
    drt-vias-per-instance 4.00 \
    leakagePower_nw 0.449 \
    cts_root_buffer "clkbuf_8" \
    cpPeakStageDelay_ns 0.76 \
    grt_use_total_pct 5.45 \
    core_area_um2 6280 \
    top_cell "nand2_1" \
    antenna_found_initial 0 \
    pre_cts_ws_ns 0.878 \
    fp_util_pct 12.0 \
    unclocked_regs 3 \
    end_kind "output port" \
    worstSetupPathType "flip-flop to output port" \
    period_minus_slack_ns 2.54 \
    setup_viol_count_final 0 \
    tool_warnings 25 \
    edf_count 1 \
    cts_setup_buffers 0 \
    hold_class "flip-flop to flip-flop" \
    boundaryPins 42 \
    drt-pass1-iter-count 4 \
    cp_max_fo 23 \
    finalClockSkew_ns 0.00210 \
    cts_made_buffers 3 \
    area_growth_pct 64.8 \
    netlist_instances 101 \
    switching_share_pct 28.3 \
    antennaDiodeCount 0 \
    overflow 0 \
    chipArea_um2 10000 \
    top_cell_area_share_pct 13.3 \
    totalWireLength_mm 2.84 \
    wl_per_cell_um 13.2 \
    rsz0062_at_grt "no" \
    p_int_mw 0.270 \
    top_cells_by_count "nand2_1 (11), nor2_1 (10), nand2b_1 (6), nor2b_1 (6), dfxtp_1 (5)" \
    synth_flops 9 \
    max_freq_ghz 0.394 \
    clkTransAtPathRegs_ns 0.04 \
    yosysCellCount 101 \
    finalHoldViolations 0 \
    avgSynthCellArea_um2 7.47 \
    power_density_nw_per_um2 303 \
    synth-main-ff-cell "dfxtp_1" \
    worst_ir_drop_vdd_mv 0.115 \
    ant_nets 0 \
    drv_cap 0 \
    combPwrFrac_pct 39.8 \
    total_power_mw 0.377 \
    yosysWarningCount 1 \
]
==> kinds of logic (layout without fill, tap and decap cells) <==
logic type,count (synthesis),in the layout,synth area share (%)
other cells,2,3,0.995
xor+xnor,1,1,1.16
simple gates,48,48,35.0
mux,2,2,2.82
compound gates,28,28,28.2
latches,3,3,5.97
flops,6,6,17.2
buf+inv,11,47,8.62
==> cell type report <==
cell class              count  area (um^2)
multi-input cells          82          518
fillers                   700         5030
inverters                   3         11.3
repair buffers             40          398
flip-flops and latches      9          175
well taps                  77         96.3
clock buffers               4         45.0
==> worst max-delay path: cells and delay by family, from the launching register on <==
| family | cells | cell delay [ns] |
|---|---|---|
| flops | 1 | 0.76 |
| simple gates | 1 | 0.28 |
| compound gates | 1 | 0.17 |
| buf+inv | 1 | 0.46 |
==> routing by layer <==
| metal | vias to the layer above | GRT usage (%) | part of all wire [%] |
|---|---|---|---|
| li1 | 431 | - | - |
| met2 | 31 | 8.46 | 44 |
| met3 | 2 | 1.60 | 8.4 |
| met4 | 0 | 0.978 | 1.6 |
| met5 | - | 0 | 0 |
| met1 | 395 | 7.42 | 46 |
==> cell usage in the layout, fill, tap and decap left out, types with 3 or more instances in the layout <==
cell type        synthesis  final
a21oi_1                  3      3
clkbuf_8                 0      3
clkdlybuf4s50_1          0     39
conb_1                   2      3
dfxtp_1                  5      5
dlxtn_1                  3      3
inv_1                    3      3
nand2_1                 11     11
nand2b_1                 6      6
nor2_1                  10     10
nor2b_1                  6      6
o211ai_1                 3      3
o21ai_0                  3      3
==> final timing paths <==
check / startpoint / endpoint / slack, ns / cells past startpoint
setup reg to reg: current_state[0]$_SDFF_PP1_ / current_state[1]$_SDFF_PP0_ / 1.52 / 4
hold reg to reg: firstTime$_DFFE_PP_ / doReset$_SDFF_PP1_ / 0.49 / 2
hold / removal: firstTime$_DFFE_PP_ / doReset$_SDFF_PP1_ / 0.49 / 2
setup / recovery: current_state[0]$_SDFF_PP1_ / plot / 0.66 / 3
==> power groups by stage <==
stage	clock, mW	combinational (mW)	sequential, mW
4_1_cts	0.122	0.153	0.108
5_1_grt	0.128	0.169	0.110
6_report	0.120	0.150	0.107
==> metrics by stage <==
step / hold WS, ns / util (%) / instance area, um^2
final: 0.486 / 19.8 / 1240
after global routing: 0.518 / 19.8 / 1240
after detailed placement: 0.485 / 19.1 / 1200
after floorplan: 0.437 / - / 758
after global placement: 0.469 / 19.1 / 1200
after CTS: 0.489 / 19.8 / 1240
==> sequential cells by signal (all words and copies together), names as in the netlist <==
| signal | count |
|---|---|
| firstTime | 1 |
| doReset | 1 |
| current_state | 4 |
| colorout | 3 |
No activity file was given, so power comes from the tool's default toggle rates.
